===== run.sh =====
#!/bin/bash
# OpenROAD 26Q1-2900-gdf79404cd8, Yosys 0.63+post, stock flow scripts
make -C /OpenROAD-flow-scripts/flow DESIGN_CONFIG=/design/flow/config.mk WORK_HOME=/design/flow/orfs finish

===== config.mk =====
export PLATFORM = sky130hd
export DESIGN_NAME = alu
export DESIGN_NICKNAME = alu
export VERILOG_FILES = /design/flow/design.v
export SDC_FILE = /design/flow/constraint.sdc
export NUM_CORES = 4
export LEC_CHECK = 1
export CORE_AREA = 10 10 70 70
export DIE_AREA = 0 0 80 80

===== constraint.sdc =====
current_design alu

set clk_period 5.3
set clk_io_pct 0.2

create_clock -name clk0 -period $clk_period [get_ports {clk}]

set non_clock_inputs [all_inputs -no_clocks]
set_input_delay [expr $clk_period * $clk_io_pct] -clock clk0 $non_clock_inputs
set_output_delay [expr $clk_period * $clk_io_pct] -clock clk0 [all_outputs]

===== design.v =====
`timescale 1ns / 1ps
module alu( clk, operand_a, operand_b, opcode, result);
    parameter DATA_WIDTH = 8;
    input clk;
    input[DATA_WIDTH-1:0]operand_a,operand_b;
    input [3:0] opcode;
    output reg[DATA_WIDTH-1:0] result;
  always@(posedge clk)
    begin
     case(opcode)
        4'b0000:  
           result <= operand_a + operand_b ; 
        4'b0001:  
           result <= operand_a - operand_b;
        default: result <= 8'bx; 
     endcase
    end
endmodule

==> impl_metrics.json <==
{
  "grt_max_degree": 8,
  "flop_cell": "dfxtp_1",
  "die_h_um": 80,
  "arrival_ns": 3.46,
  "grt_setup_unrepaired": "false",
  "power_density_nw_per_um2": 233,
  "place_congestion": 0.725,
  "ys_cells": 66,
  "dp_slack_ns": 1.71,
  "worst_slew_pin_slew_ns": 0.441,
  "drtPass1Iterations": 2,
  "period_used_pct": 62.0,
  "syn_area_um2": 639,
  "comb_area_um2": 445,
  "num-fill-cells": 365,
  "setup_viol": 0,
  "power_frac_comb_pct": 45.9,
  "chip_area_um2": 6400,
  "post_cts_buffers": 0,
  "worstHoldPathCells": 4,
  "synthArstFlopShare_pct": 0,
  "synth_flop_count": 8,
  "lay_top_count": "clkdlybuf4s50_1",
  "tool_warnings": 25,
  "cts_buffers": 3,
  "portBuffers": 28,
  "n_antenna_cell": 0,
  "postSynthSeqShare_pct": 25.0,
  "clock_sinks": 8,
  "layout_setup_ws_ns": 2.02,
  "p_leak_uw": 0.000408,
  "ys_sh_aoi_pct": 14.3,
  "xor_area_share_pct": 20.2,
  "crit_fanout": 7,
  "routedWlPerCell_um": 10.2,
  "finalHoldViolations": 0,
  "endpoint_kind": "register",
  "cts-resized-gates": 0,
  "critPathLaunchType": "primary input",
  "ir_drop_v": 0.0000626,
  "antenna_found_initial": 0,
  "fmax_mhz": 304,
  "cts_tree": "done",
  "dp_hpwl_um": 1360,
  "pin_count": 29,
  "largest-register": "result",
  "status": "complete, no violations",
  "relSlewSlack_pct": 70.5,
  "clock-root-buffer": "clkbuf_4",
  "critPathKind": "primary input to register",
  "mux_share_pct": 1.57,
  "total_power_uw": 232,
  "ys_types": 25,
  "vias": 538,
  "reg_top3": "result: 8 flops",
  "cp.required_ns": 5.47,
  "drc": 0,
  "adder_share_pct": 18.8,
  "drt-vias-per-instance": 3.76,
  "yosys_warnings": 1,
  "path_clk_slew_ns": 0.05,
  "core_area_um2": 3420,
  "synth_area_per_cell_um2": 9.69,
  "synthToLayoutAreaGrowth_pct": 56.4,
  "maxSlewViolCount": 0,
  "ys_top_logic_family": "XOR/XNOR gates",
  "die_width_um": 80,
  "wl_um": 1460,
  "seq_area_um2": 160,
  "hold_start": "operand_a[0]",
  "pwr-share-seq_pct": 35.3,
  "layout_top_cells": "clkdlybuf4s50_1, xnor2_1, inv_1",
  "clock_path_buffers": 2,
  "p_clk_share_pct": 18.8,
  "ctsHoldBuffers": 0,
  "rows": 21,
  "simple_gate_share_pct": 14.9,
  "largest_reg_flops": 8,
  "power.internal_uw": 174,
  "synth-edff-count": 0,
  "p_sw_uw": 58.1,
  "track_usage_pct": 4.76,
  "htreeDepth": 1,
  "grt_pass1_vias": 579,
  "grt_pass1_wl_um": 2530,
  "p_sw_share_pct": 25.0,
  "holdPathEnd": "result[0]",
  "hp-class": "primary input to register",
  "maxCapViolations": 0,
  "synthCells": 66,
  "initialDrtViolationCount": 20,
  "drive_gt1_share_pct": 11.3,
  "min_period_ns": 3.28,
  "fp_util_pct": 18.7,
  "grt_overflow_total": 0,
  "detail-route-antenna-nets": 0,
  "tns_ns": 0,
  "ys_area_um2": 639
}
-- worst max-delay path by stage --
stage / start / end / cells past startpoint
after CTS: opcode[1] / result[7] / 9
after global routing: opcode[1] / result[7] / 9
final: opcode[1] / result[7] / 9
-- area by class of cell --
class / count / share of cell area (%)
multi-input combinational: 49 / 44.6
clock buffer: 3 / 2.25
sequential: 8 / 16.0
timing repair buffer: 28 / 28.0
inverter: 9 / 3.38
tap: 46 / 5.76
-- cell usage after synthesis (all sizes together), types with 2 or more instances --
cell type	count	area share, %
xnor2	11	16
inv	9	5.3
dfxtp	8	25
ha	8	16
nor2	7	4.1
a21oi	3	2.9
a31oi	3	3.9
nor3	3	3.9
nand3	2	1.6
xor2	2	3.9
-- per-stage QoR --
stage	hold slack (ns)	cells	utilization, %	instance area (um2)
finish	1.46	143	29.3	1000
global route	1.47	143	29.3	1000
detailed placement	1.73	140	28.6	977
CTS	1.46	143	29.3	1000
global placement	1.71	140	28.6	977
floorplan	1.23	66	-	639
-- cells by family (layout without fill, tap and decap cells) --
group / Yosys count / after routing
and+or+nand+nor: 15 / 15
xor gates and xnor gates: 13 / 13
AOI/OAI and AO/OA: 11 / 11
adders and majority gates: 9 / 9
buffers and inverters: 9 / 40
DFF: 8 / 8
muxes: 1 / 1
-- routing by layer --
metal / track usage (%) / share of wire (%) / wire [um]
met4: 1.23 / 2.6 / 38
met1: 6.11 / 45 / 654
met3: 2.05 / 11 / 166
met5: 0 / 0 / 0
met2: 7.14 / 41 / 599
-- critical path, stage by stage --
cell and delay, ns:
clkdlybuf4s50_1 0.44, nor4b_4 0.48, mux2i_1 0.36, ha_1 0.28, nor2b_1 0.14, o2111ai_1 0.16
nand3_1 0.12, o41ai_2 0.26, xnor2_1 0.15
-- power groups by stage --
stage	Combinational (uW)	Clock, uW	Sequential, uW
6_report	107	43.6	82.1
4_1_cts	110	46.5	82.4
5_1_grt	121	49.6	84.6
No activity file was given, so power comes from the tool's default toggle rates.
