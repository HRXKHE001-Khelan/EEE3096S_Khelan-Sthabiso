## flow/run.sh

```bash
#!/bin/bash
# OpenROAD 26Q1-2900-gdf79404cd8, Yosys 0.63+post, stock flow scripts
make -C /OpenROAD-flow-scripts/flow DESIGN_CONFIG=/design/flow/config.mk WORK_HOME=/design/flow/orfs finish
```

## flow/config.mk

```make
export PLATFORM = sky130hd
export DESIGN_NAME = CU
export DESIGN_NICKNAME = CU
export VERILOG_FILES = /design/flow/design.v
export SDC_FILE = /design/flow/constraint.sdc
export NUM_CORES = 4
export LEC_CHECK = 1
export CORE_UTILIZATION = 50
```

## flow/constraint.sdc

```tcl
current_design CU

set clk_period 5.9
set clk_io_pct 0.2

create_clock -name clk0 -period $clk_period [get_ports {clk}]

set non_clock_inputs [all_inputs -no_clocks]
set_input_delay [expr $clk_period * $clk_io_pct] -clock clk0 $non_clock_inputs
set_output_delay [expr $clk_period * $clk_io_pct] -clock clk0 [all_outputs]
```

## flow/design.v

```verilog
`timescale 1ns / 1ps
module CU (clk,rst, instr, result2, operand1, operand2, offset, opcode, sel1, sel3,w_r, regfile_out0, regfile_out1, regfile_out2, regfile_out3);
    parameter DATA_WIDTH = 8;  
    parameter ADDR_BITS = 5;  
    parameter INSTR_WIDTH =20; 
    input clk,rst;
    input [INSTR_WIDTH-1:0]instr;
    input [DATA_WIDTH-1:0] result2;
    output reg [DATA_WIDTH-1:0] operand1;
    output reg [DATA_WIDTH-1:0] operand2;
    output reg [DATA_WIDTH-1:0] offset;
    output reg [3:0] opcode;
    output reg sel1, sel3, w_r;
  	output reg [DATA_WIDTH-1:0] regfile_out0, regfile_out1, regfile_out2, regfile_out3; 
    reg [DATA_WIDTH-1:0] regfile [0:3];
    reg [INSTR_WIDTH-1:0]instruction;
    parameter RESET = 4'b0000;
    parameter DECODE = 4'b0001;
    parameter EXECUTE = 4'b0010;
    parameter MEM_ACCESS = 4'b0100;
    parameter WRITE_BACK = 4'b1000;
    reg [3:0] state = RESET;
    always @(posedge clk) begin
        instruction = instr;
        case (state)
            RESET : begin  
                if (instruction[19:18] == 2'b00)  begin
                    state = RESET; 
                    end else begin
                    state = DECODE;  
                    end
                regfile[0]<= 8'd0;
                regfile[1]<= 8'd1;
                regfile[2]<= 8'd2;
                regfile[3]<= 8'd3;
                operand1 <= #(DATA_WIDTH)'d0;
                operand2 <= #(DATA_WIDTH)'d0;
                offset <= #(DATA_WIDTH)'d0;
                opcode <= 4'b1111;
                sel1 <= 0;
                sel3 <= 0;
                w_r <= 0;
            end
            DECODE : begin  
                state = EXECUTE;  
                if (instruction[19:18] == 2'b1) begin  
                    operand1 <= regfile[instruction[15:14]];  
                    operand2 <= regfile[instruction[13:12]];  
                    offset <= instruction[11:4];
                    opcode <= instruction[3:0];
                    sel1 <= 1;
                    sel3 <= 0;
                    w_r <= 0;
                end else if (instruction[19:18] == 2'b10) begin  
                    operand1 <= regfile[instruction[15:14]];  
                  operand2 <= regfile[instruction[17:16]];  
                    offset <= instruction[11:4];
                    opcode <= instruction[3:0];
                    sel1 <= 0;  
                    sel3 <= 1;  
                    w_r <= 0;
                end else if (instruction[19:18] == 2'b11) begin  
					operand1 <= regfile[instruction[15:14]];  
                  	operand2 <= regfile[instruction[17:16]];  
                    offset <= instruction[11:4];
                    opcode <= instruction[3:0];
                    sel1 <= 0;  
                    sel3 <= 1;  
                    w_r <= 1;
                end
      			regfile_out0 <= regfile[0];
     		 	regfile_out1 <= regfile[1];
      			regfile_out2 <= regfile[2];
      			regfile_out3 <= regfile[3];     
            end
            EXECUTE: begin  
                state = MEM_ACCESS;  
                if (instruction[19:18] == 2'b01) begin  
                    state = WRITE_BACK;
                    operand1 <= regfile[instruction[15:14]];  
                    operand2 <= regfile[instruction[13:12]];  
                    offset <= instruction[11:4];
                    opcode <= instruction[3:0];
                    sel1 <= 1;
                    sel3 <= 0;
                    w_r <= 0;
                end else if (instruction[19:18] == 2'b10) begin  
                    operand1 <= regfile[instruction[15:14]];  
                    operand2 <= regfile[instruction[17:16]];  
                    offset <= instruction[11:4];
                    opcode <= instruction[3:0];
                    sel1 <= 0;  
                    sel3 <= 1;  
                    w_r <= 0;
                end else if (instruction[19:18] == 2'b11) begin  
                    operand1 <= regfile[instruction[15:14]];  
                  	operand2 <= regfile[instruction[17:16]];  
                    offset <= instruction[11:4];
                    opcode <= instruction[3:0];
                    sel1 <= 0;  
                    sel3 <= 1;  
                    w_r <= 1;
                end
      			regfile_out0 <= regfile[0];
     		 	regfile_out1 <= regfile[1];
      			regfile_out2 <= regfile[2];
      			regfile_out3 <= regfile[3];              
            end
            MEM_ACCESS: begin  
                state = WRITE_BACK;  
                if (instruction[19:18] == 2'b10) begin  
                    operand1 <= regfile[instruction[15:14]];  
                    operand2 <= regfile[instruction[17:16]];  
                    offset <= instruction[11:4];
                    opcode <= instruction[3:0];
                    sel1 <= 0;  
                    sel3 <= 1;  
                    w_r <= 0;
                end else if (instruction[19:18] == 2'b11) begin  
                    operand1 <= regfile[instruction[15:14]];  
                  	operand2 <= regfile[instruction[17:16]];  
                    offset <= instruction[11:4];
                    opcode <= instruction[3:0];
                    sel1 <= 0;  
                    sel3 <= 1;  
                    w_r <= 1;
                  	state= DECODE;
                end
      			regfile_out0 <= regfile[0];
     		 	regfile_out1 <= regfile[1];
      			regfile_out2 <= regfile[2];
      			regfile_out3 <= regfile[3];              
            end
            WRITE_BACK: begin  
                state = DECODE;  
                if (instruction[19:18] == 2'b01) begin  
                    regfile[instruction[17:16]] <= result2;  
                    operand1 <= regfile[instruction[15:14]];  
                    operand2 <= regfile[instruction[13:12]];  
                    offset <= instruction[11:4];
                    opcode <= instruction[3:0];
                    sel1 <= 1;
                    sel3 <= 0;
                    w_r <= 0;
                end else if (instruction[19:18] == 2'b11) begin  
                    operand1 <= regfile[instruction[15:14]];  
                  	operand2 <= regfile[instruction[17:16]];  
                    offset <= instruction[11:4];
                    opcode <= instruction[3:0];
                    sel1 <= 0;  
                    sel3 <= 1;  
                    w_r <= 1;
                end else if (instruction[19:18] == 2'b10) begin  
                    regfile[instruction[17:16]] <= result2;  
                    operand1 <= regfile[instruction[15:14]];  
                    operand2 <= regfile[instruction[17:16]];  
                    offset <= instruction[11:4];
                    opcode <= instruction[3:0];
                    sel1 <= 0;  
                    sel3 <= 1;  
                    w_r <= 0;
                end
      			regfile_out0 <= regfile[0];
     		 	regfile_out1 <= regfile[1];
      			regfile_out2 <= regfile[2];
      			regfile_out3 <= regfile[3];              
            end
            default:  
            state = RESET;  
        endcase
    end
endmodule
```

==> out/qor.csv <==
stage;metric;value;unit
floorplanning;fp util;51.5;%
synthesis;Cell Area, Synth;4500;um^2
cells_and_area;Top cell excl fill/tap;edfxtp_1;
synthesis;yosys stat area;4500;um^2
clock_tree;CTS Hold Buffers Added;0;
floorplanning;std cell rows;34;
floorplanning;area of the core;8720;um^2
route;drc violations;0;
cells_and_area;Area growth, synth to finish;28.6;%
global_routing;vias in the first global route;2846;
placement;HPWL after DPL;6.65;mm
sta;worst clock skew;20.3;ps
worst_setup_path;r2r worst-path depth;5;
sta;Tmin final;3600;ps
placement;Buffers on Ports;91;
route;DRT Wirelength;9.46;mm
sta;final setup TNS;0;ps
global_routing;largest net degree at the start of global routing;33;
clock_tree;Post-CTS Setup Inserts;0;
run_status;status;finished clean;
floorplanning;Die Y;96.8;um
synthesis;Synth warnings;1;
clock_tree;root buffer cell;clkbuf_8;
synthesis;Main logic family;AND-OR/OR-AND gates;
placement;placed standard-cell area;5540;um^2
synthesis;xor+xnor area frac;0.584;%
sta;Max Slew Vio Count;0;
sta;Hold Fails Final Rpt;0;
clock_tree;Clock Sink Count;99;
synthesis;Adder Share, Synth;1.67;%
worst_setup_path;r2r setup slk;2840;ps
route;n_diodes;0;
sta;Relative slew margins;34.6;%
hold_path;hold depth;0;
synthesis;Commonest flop;edfxtp_1;
floorplanning;Ports;93;
hold_path;Hold Path Origin;regfile[3][7]$_DFFE_PP_;
route;Initial DRC Count;163;
placement;placed cells;512;
cells_and_area;post-layout util;66.3;%
hold_path;sink of the worst hold path;regfile_out3[7]$_DFFE_PP_;
pwr;Power per Cell Area;525;nW/um^2
pwr;Max VDD drop;0.274;mV
synthesis;post-synthesis cell count from yosys;322;
worst_setup_path;crit path capture type;register;
synthesis;Gate Count Post-Synth;322;
sta;Max Clk Rate;0.278;GHz
global_routing;Overflow after GRT;0;
clock_tree;Late-Pin Clk Latency;360;ps
cells_and_area;fillers;631;
global_routing;global-route wire length before repair;15.2;mm
run;max cap viols;0;
clock_tree;Longest Clk Path Bufs;2;
worst_setup_path;worst setup path category;input pin to register;
route;Post-DRT Antenna Nets;0;
synthesis;Cell Type Count;47;
route;wire per inst;17.9;um
cells_and_area;final non-filler cell total;528;
cells_and_area;Top Layout Cells;edfxtp_1 (95), clkdlybuf4s50_1 (91), and2_1 (28);
clock_tree;Num CTS Buffers;9;
worst_setup_path;largest fanout on the critical path;10;
sta;final tally of setup violations;0;
clock_tree;register clock-pin slew on the reported worst setup and hold paths;90;ps
sta;Worst-Margin Slew;973;ps
run;OpenROAD warnings;32;
sta;Tcrit/Tclk final;61.0;%
synthesis;number of synthesized flops with an enable pin;95;
synthesis;Compound Share, Synth;15.0;%
cells_and_area;Reg area;2930;um^2
route;vias;2994;
cells_and_area;Comb area;1400;um^2
cells_and_area;Finished Cell Area;5780;um^2
pwr;Pleak;2.08;nW
clock_tree;H-tree lvl count;3;
synthesis;sequential element share of the synthesized area;65.2;%
sta;setup repair after global routing missed its margin;false;
sta;Hold WS;502;ps
worst_setup_path;worst reg2reg endpoint;regfile[0][0]$_SDFFCE_PN0P_;
worst_setup_path;R2R Path Start;state[3]$_DFF_P_;
route;Via-to-Cell Ratio;5.67;
hold_path;Hold WC Path Type;register to register;
synthesis;Mapped Avg Cell Area;14.0;um^2
floorplanning;full die area;9370;um^2
worst_setup_path;CP Data Arrival Time;3610;ps
worst_setup_path;CP Launch Type;input pin;
placement;Final GP Congestion;0.842;
global_routing;antenna violations before repair;0;
worst_setup_path;critical path required time;5910;ps
synthesis;mux frac, synth;4.23;%
clock_tree;Post-CTS Resized;0;
route;drt pass-1 iters;4;
synthesis;Simple Share, Synth;9.27;%
cells_and_area;proportion of layout cells with a drive suffix above 1;9.05;%
synthesis;ys async rst share;0;%
global_routing;Total GRT Usage;22.6;%
floorplanning;die width;96.8;um
synthesis;Synth Register Bits;99;
clock_tree;CTS tree;yes;
## registers in the layout, summed over array words and instances, names as in the netlist
register      count
w_r               1
opcode            4
operand2          8
offset            8
regfile          32
regfile_out3      8
regfile_out1      8
regfile_out0      8
regfile_out2      8
operand1          8
state             4
sel3              1
sel1              1
## kinds of logic (layout without fill, tap and decap cells)
logic type,Yosys count,after routing
xor gates and xnor gates,3,3
AOI/OAI and AO/OA,90,90
adders and majority gates,6,6
and+or+nand+nor,73,73
buffers and inverters,42,140
muxes,9,9
DFF,99,99
## power by group
| group | total [mW] | leakage (nW) | internal [mW] | switching (mW) |
|---|---|---|---|---|
| combinational | 1.07 | 0.957 | 0.576 | 0.492 |
| sequential | 1.46 | 0.997 | 1.25 | 0.215 |
| clock | 0.505 | 0.122 | 0.252 | 0.253 |
| total | 3.04 | 2.08 | 2.08 | 0.960 |
## stage by stage
stage	total power [mW]	worst slack (ps)
global placement	2.55	1920
detailed placement	2.56	1930
floorplan	1.94	2190
finish	3.04	2300
CTS	3.08	2320
global route	3.22	2060
## metal layers
metal	vias to the layer above	part of all wire (%)	global-route usage, %
met3	8	8.7	8.24
li1	1436	-	-
met1	1408	48	43.4
met5	-	0	0
met4	0	0.86	2.41
met2	142	43	29.3
## critical path: stages
cell and delay (ps):
clkdlybuf4s50_1 530, inv_1 130, ha_1 360, o21ai_0 190, nor3_1 780, inv_1 80
nand2_1 350
## how the worst max path moves through the flow
stage              from                     endpoint  depth (start not counted)
CTS           instr[19]  regfile[0][0]$_SDFFCE_PN0P_                          7
finish        instr[19]  regfile[0][0]$_SDFFCE_PN0P_                          7
global route  instr[19]  regfile[0][0]$_SDFFCE_PN0P_                          7
## synthesized netlist by cell type (2+ instances only)
cell type	instances	area (um^2)
o211ai_1	2	15.0
o22ai_1	2	12.5
and2_1	28	175
buf_2	5	25.0
nor2_1	6	22.5
dfxtp_1	4	80.1
o21a_1	2	15.0
buf_6	2	22.5
nor3_1	6	30.0
a211oi_1	16	120
o21ai_1	2	10.0
a21oi_1	4	20.0
clkbuf_1	8	30.0
nand2b_1	4	25.0
o21ai_0	7	35.0
o31ai_1	9	67.6
a22o_1	17	149
a31oi_1	17	106
o22a_1	2	17.5
edfxtp_1	95	2850
ha_1	6	75.1
inv_1	24	90.1
nand2_1	17	63.8
buf_1	3	11.3
xnor2_1	2	17.5
a221o_1	4	40.0
mux4_2	8	180
## cell type report
class | count | share of cell area, %
Clock inverter | 7 | 2.06
Sequential cell | 99 | 50.7
Inverter | 24 | 1.56
Multi-Input combinational cell | 181 | 24.3
Clock buffer | 9 | 2.14
Timing Repair Buffer | 100 | 16.9
Tap cell | 108 | 2.34
Power is estimated from default activity; no workload was simulated.
